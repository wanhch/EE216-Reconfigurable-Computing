### design/flow/config.mk
export PLATFORM = sky130hd
export DESIGN_NAME = fifo
export DESIGN_NICKNAME = fifo
export VERILOG_FILES = /design/flow/design.v
export SDC_FILE = /design/flow/constraint.sdc
export NUM_CORES = 4
export LEC_CHECK = 1
export CORE_UTILIZATION = 40
### design/flow/constraint.sdc
current_design fifo

set clk_period 2.8
set clk_io_pct 0.2

create_clock -name clk0 -period $clk_period [get_ports {clk}]

set non_clock_inputs [all_inputs -no_clocks]
set_input_delay [expr $clk_period * $clk_io_pct] -clock clk0 $non_clock_inputs
set_output_delay [expr $clk_period * $clk_io_pct] -clock clk0 [all_outputs]
### design/flow/run.sh
#!/bin/bash
# OpenROAD 26Q1-2900-gdf79404cd8, Yosys 0.63+post, stock flow scripts
make -C /OpenROAD-flow-scripts/flow DESIGN_CONFIG=/design/flow/config.mk WORK_HOME=/design/flow/orfs finish
### design/flow/design.v
module fifo (
    input            clk    , 
    input            rst_n  , 
    input            wr_en  , 
    input            rd_en  ,
    input [7:0]      buf_in , 
    output reg [7:0] buf_out, 
    output           empty  , 
    output           full   , 
    output reg [3:0] fifo_cnt);
reg [7:0] mem [0:7];
reg [2:0] wp;
reg [2:0] rp;
assign empty = ~(|fifo_cnt);
assign full = fifo_cnt[3];
always @(posedge clk) begin
    if (rst_n == 1'b0) begin
        fifo_cnt <= 4'd0;
        wp       <= 3'd0;
        rp       <= 3'd0;
        buf_out  <= 8'd0;
    end else begin
        if (wr_en == 1'b1) begin
            if (full == 1'b0) begin
                if (wp == 3'd7) begin
                    wp = 3'd0;
                end else begin 
                    wp = wp + 1;
                end
                mem[wp] <= buf_in;
                fifo_cnt = fifo_cnt + 1;
            end
        end
        if (rd_en == 1'b1) begin
            if (empty == 1'b0) begin
                if (rp == 3'd7) begin
                    rp = 3'd0;
                end else begin
                    rp = rp + 1;
                end
                buf_out <= mem[rp];
                fifo_cnt = fifo_cnt - 1;
            end
        end
    end
end
endmodule
==> results_slide.txt <==
Flow Results at a Glance

Status
  – Status: finished clean

Worst setup path
  – CP startpoint: fifo_cnt[0]
  – RR Startpoint: rp[0]
  – Most used cell along the critical path: inv_1
  – Crit-path slowest cell: clkdlybuf4s50_1
  – CP top delay family: buffers and inverters
  – Max FO, Critical Path: 7
  – CP cell instances: inv_1 -> ha_1 -> or3b_4 -> inv_1 -> clkdlybuf4s50_1
  – Bufs and invs on worst path: 3
  – Worst path required time: about 2.2 ns
  – Worst EP arrival: 1.79 ns
  – Critical Path Start Type: flip-flop
  – Setup crit end kind: output pin
  – Slowest stage delay, CP: 0.44 ns
  – Critical Setup Path Class: flip-flop to output pin

Clock network
  – # hold bufs at CTS: 0
  – # H-tree levels: 3
  – Number of clock sinks: 82
  – Post CTS Setup Buffer Count: 0
  – Total CTS buffers: 9
  – Clock tree root buffer cell: clkbuf_8
  – Post-CTS Resized: 0
  – Longest Clk Path Bufs: 2
  – CTS tree: built
  – Clk slew on worst S/H paths: 0.08 ns
  – Insertion Delay late pin: around 0.34 ns

Global route
  – Remaining Overflow, GRT: 0
  – Total Routing Usage GR: 16.4%
  – Antenna violations before repair: 0
  – Pin count of the biggest net entering global routing: 25
  – Vias in the first global route: slightly below 2000
  – Global-route wire length before repair: 10100 microns

Floorplanning
  – Core area: 0.00826 sq mm
  – Die Span X: between 90 and 100 microns
  – Chip area: slightly below 0.009 sq mm
  – # IOs: 26
  – Fp util: 41.4%
  – Row cnt: 33
  – Die H: 94.4 microns

Placed design
  – IO Port Bufs: 25
  – DP Area: 0.00384 sq mm
  – Placer's final routability congestion estimate: 0.775
  – Detailed Place HPWL: 4100 microns

Synth
  – Number of enable flip-flop cells: roughly 64
  – Yosys Instances: 245
  – YS warnings: 1
  – Dominant flop cell: edfxtp_1
  – Yosys stat area: between 0.003 and 0.004 sq mm
  – Post-synth seq share: 66.8%
  – Asr flop ratio synth: 0%
  – Distinct cells, synth: 37
  – Post-Synthesis Mean Instance Area: 14.0 sq um
  – Cells after Synth: 245
  – Flops after synth: 82
  – Post-synthesis instance area: approximately 0.0034 sq mm

Final layout
  – Fin util: 48.8%
  – Most frequent logic cells in the routed design: edfxtp_1, clkdlybuf4s50_1, mux2i_1, nand2_1, dfxtp_1
  – Final instance area: 0.00403 sq mm
  – Synthesis-to-finish area growth: 17.9%
  – Layout cell share with drive strength beyond 1: between 15 and 20%
  – Most frequent logic cell in the layout: edfxtp_1

Final timing
  – Max Fclk: 426 MHz
  – Final Cycle Share: between 80% and 90%
  – Worst-margin pin slew: 0.704 ns
  – Fin Hold WS: 0.474 ns
  – Final Setup Violations: 0
  – Final tally of hold violations: 0
  – Tmin final: 2.35 ns
  – Clock skew: 0.00940 ns
  – Max-slew violations: 0
  – Slew margin rel.: a little over half
  – Final setup TNS: 0 ns
  – Unrepaired setup endpoints after global routing: false

Min path
  – Worst Min Path Start: rp[1]
  – Worst hold path type: flip-flop to flip-flop

Routing
  – Starting DRC count in detailed routing: 59
  – Final ANT Viol Nets: 0
  – Wire length per cell: around 16 microns
  – Top layer in use: met4
  – Met1 wire length: 2780 microns
  – First drt pass iteration count: 4
  – Vias per cell: 5.10
  – Met2 wire len: 2920 microns
  – WL met3: between 500 and 600 microns
  – Vias: 2011
  – Total Wirelength: between 6000 and 7000 microns
  – N_diodes: 0
  – DRC viols: 0

Power and ir drop
  – Peak supply drop: 0.000418 V
  – PwrDens: 829 mW/mm^2
  – Lkg Pwr: 1.37 nW
  – Final Power: 0.00334 W

Flow run
  – Max_cap viols: 0
  – Tool warnings: 26
[per-stage QoR]
| stage | setup slack [ns] | std cells |
|---|---|---|
| final | 0.450 | 394 |
| after global routing | 0.325 | 394 |
| after CTS | 0.423 | 394 |
| after detailed placement | 0.497 | 378 |
| after global placement | 0.500 | 378 |
| after floorplan | 0.746 | 245 |
[final timing paths]
path,end,slack [ns],cells past startpoint
min,rp[1],0.47,2
max reg2reg,buf_out[2],0.76,6
max,empty,0.45,5
min reg2reg,rp[1],0.47,2
[cell type report]
| cell class | instances | area, sq um |
|---|---|---|
| Inverter | 5 | 18.8 |
| Clock inverter | 6 | 65.1 |
| Clock buffer | 10 | 128 |
| Timing Repair Buffer | 42 | 378 |
| Sequential cell | 82 | 2280 |
| Multi-Input combinational cell | 144 | 1030 |
| Fill cell | 724 | 4230 |
| Tap cell | 105 | 131 |
[cells in the mapped netlist, types with 7 or more instances]
library cell	instances	area [sq um]
dfxtp_1	18	360
edfxtp_1	64	1920
o211ai_1	8	60.1
o21ai_0	7	35.0
o21ai_1	7	35.0
mux2_2	15	169
mux2i_1	20	200
nor2_1	10	37.5
ha_1	7	87.6
a21oi_1	12	60.1
a31oi_1	9	56.3
nand2_1	20	75.1
[worst reg2reg max path, delay by kind of cell (launching register included)]
kind,cells,cell delay (ns)
adder cells (fa/ha/maj),2,0.43
flip-flops,1,0.32
multiplexers,1,0.41
AND/OR/NAND/NOR,1,0.46
AND-OR/OR-AND,2,0.29
[where the power goes]
group	switching, W	total [W]	internal (W)
Sequential	0.0000709	0.00150	0.00143
Clock	0.000402	0.000814	0.000412
Combinational	0.000511	0.00103	0.000516
[routing by layer]
layer | vias to the layer above | GRT usage, %
li1 | 999 | -
met1 | 945 | 23.7
met2 | 60 | 25.1
met3 | 7 | 7.19
met4 | 0 | 1.92
met5 | - | 0
[registers in the layout, summed over array words and instances (netlist names)]
| name | count |
|---|---|
| fifo_cnt | 4 |
| buf_out | 8 |
| mem | 64 |
| wp | 3 |
| rp | 3 |
[cells by family after synthesis]
logic type	share of synthesized area, %
compound gates	8.20
xor+xnor	1.03
buf+inv	3.22
flops	66.8
simple gates	7.43
mux	10.8
fa+ha+maj	2.56
No activity file was given, so power comes from the tool's default toggle rates.
